<file path="flow/config.mk">
export PLATFORM = sky130hd
export DESIGN_NAME = approx_mul
export DESIGN_NICKNAME = approx_mul
export VERILOG_FILES = /design/flow/design.v
export SDC_FILE = /design/flow/constraint.sdc
export NUM_CORES = 4
export LEC_CHECK = 1
export CORE_AREA = 10 10 106 106
export DIE_AREA = 0 0 116 116
</file>
<file path="flow/constraint.sdc">
current_design approx_mul

set clk_period 1.6
set clk_io_pct 0.2

create_clock -name clk0 -period $clk_period [get_ports {clk}]

set non_clock_inputs [all_inputs -no_clocks]
set_input_delay [expr $clk_period * $clk_io_pct] -clock clk0 $non_clock_inputs
set_output_delay [expr $clk_period * $clk_io_pct] -clock clk0 [all_outputs]
</file>
<file path="flow/run.sh">
#!/bin/bash
# OpenROAD 26Q1-2900-gdf79404cd8, Yosys 0.63+post, stock flow scripts
make -C /OpenROAD-flow-scripts/flow DESIGN_CONFIG=/design/flow/config.mk WORK_HOME=/design/flow/orfs finish
</file>
<file path="flow/design.v">
`timescale 1ns / 1ps
module approx_mul(clk, reset, in_a, in_b, shift_a, shift_b, shift_A, shift_B, out_A, out_B);
input clk, reset;
input [15:0] in_a, in_b;
output [15:0] out_A, out_B;
reg [15:0] out_A, out_B;
output [4:0] shift_a, shift_b;
reg [4:0] shift_a,shift_b;
output [4:0] shift_A, shift_B;
reg [4:0] shift_A, shift_B; 
reg [4:0] shifta,shiftb;
always@(posedge clk)
	begin
	if (reset)
		begin
		out_A = 0;
		out_B = 0;
		end
	else 
	begin
		if(in_a[15] == 1'b1)
			shift_a = 5'd16;
		else if (in_a[14] == 1'b1)	
			shift_a = 5'd15;
		else if (in_a[13] == 1'b1)	
			shift_a = 5'd14;
		else if (in_a[12] == 1'b1)	
			shift_a = 5'd13;
		else if (in_a[11] == 1'b1)	
			shift_a = 5'd12;
		else if (in_a[10] == 1'b1)	
			shift_a = 5'd11;
		else if (in_a[9] == 1'b1)	
			shift_a = 5'd10;
		else if (in_a[8] == 1'b1)	
			shift_a = 5'd9;
		else if (in_a[7] == 1'b1)	
			shift_a = 5'd8;
		else if (in_a[6] == 1'b1)	
			shift_a = 5'd7;
		else if (in_a[5] == 1'b1)	
			shift_a = 5'd6;
		else if (in_a[4] == 1'b1)	
			shift_a = 5'd5;
		else if (in_a[3] == 1'b1)	
			shift_a = 5'd4;
		else if (in_a[2] == 1'b1)	
			shift_a = 5'd3;
		else if (in_a[1] == 1'b1)	
			shift_a = 5'd2;
		else if (in_a[0] == 1'b1)	
			shift_a = 5'd1;
		else
			shift_a = 5'd0;
		if(in_b[15] == 1'b1)
			shift_b = 5'd16;
		else if (in_b[14] == 1'b1)	
			shift_b = 5'd15;
		else if (in_b[13] == 1'b1)	
			shift_b = 5'd14;
		else if (in_b[12] == 1'b1)	
			shift_b = 5'd13;
		else if (in_b[11] == 1'b1)	
			shift_b = 5'd12;
		else if (in_b[10] == 1'b1)	
			shift_b = 5'd11;
		else if (in_b[9] == 1'b1)	
			shift_b = 5'd10;
		else if (in_b[8] == 1'b1)	
			shift_b = 5'd9;
		else if (in_b[7] == 1'b1)	
			shift_b = 5'd8;
		else if (in_b[6] == 1'b1)	
			shift_b = 5'd7;
		else if (in_b[5] == 1'b1)	
			shift_b = 5'd6;
		else if (in_b[4] == 1'b1)	
			shift_b = 5'd5;
		else if (in_b[3] == 1'b1)	
			shift_b = 5'd4;
		else if (in_a[2] == 1'b1)	
			shift_b = 5'd3;
		else if (in_b[1] == 1'b1)	
			shift_b = 5'd2;
		else if (in_b[0] == 1'b1)	
			shift_b = 5'd1;
		else
			shift_b = 5'd0;
		case(shift_a)
			5'd16 : shift_A = 5'd8;  
			5'd15 : shift_A = 5'd7;
			5'd14 : shift_A = 5'd6;
			5'd13 : shift_A = 5'd5;
			5'd12 : shift_A = 5'd4;
			5'd11 : shift_A = 5'd3;
			5'd10 : shift_A = 5'd2;
			5'd9	: shift_A = 5'd1;
			default : shift_A = 5'd0;
		endcase
		case(shift_b)
			5'd16 : shift_B = 5'd8;  
			5'd15 : shift_B = 5'd7;
			5'd14 : shift_B = 5'd6;
			5'd13 : shift_B = 5'd5;
			5'd12 : shift_B = 5'd4;
			5'd11 : shift_B = 5'd3;
			5'd10 : shift_B = 5'd2;
			5'd9	: shift_B = 5'd1;
			default : shift_B	= 5'd0;
		endcase
	end
end
always@(posedge clk)
	begin
	if(!reset)
	shifta = shift_A-1;
	shiftb = shift_B-1;
	out_A = in_a;
	out_B = in_b;
	out_A[5:0] = 0;
	out_B[5:0] = 0;
	end
endmodule
</file>
==> flow_metrics.py <==
# Synthesis and PnR figures
metrics = {
    "worst_setup_path": {
        "critical_path.max_fanout": 4,
        "crit_arrival_ns": 1.47,
        "endpoint": "shift_B[1]",
        "crit_type": "in2reg",
        "critPathRequiredTime_ns": 1.59,
        "worstSetupStartpointType": "primary input",
        "cp-end-kind": "register",
        "critPathLaunch": "in_b[10]",
    },
    "clock_tree": {
        "cts_buffer_depth": 2,
        "cts.sinks": 18,
        "cts_buffers": 3,
        "cts_tree": "done",
        "htree_levels": 1,
        "path_clk_slew_ns": 0.06,
        "cts_root_buffer": "clkbuf_8",
        "cts_setup_buffers": 0,
    },
    "drt": {
        "finalWirelength_um": 3490,
        "antenna_cells": 0,
        "drc": 0,
        "wl_per_cell_um": 12.0,
        "dr.pass1.iters": 4,
        "vias": 969,
        "viasPerCell": 3.32,
        "drtIter0Drc": 25,
        "ant_nets": 0,
    },
    "floorplan": {
        "fp.coreArea_um2": 8850,
        "ios": 86,
        "die_h_um": 116,
        "die_w_um": 116,
        "dieArea_um2": 13500,
        "initCoreUtil": 0.130,
        "rows": 34,
    },
    "final_timing": {
        "fin_ws_ns": 0.122,
        "slew_violations": 0,
        "finalSetupViolations": 0,
        "min_period_ns": 1.48,
        "period_used_share": 0.923,
        "rsz0062_at_grt": "false",
        "hold_viol_final": 0,
        "fmax_mhz": 677,
    },
    "final_layout": {
        "seq_area_um2": 541,
        "combGateArea_um2": 435,
        "drive_gt1_frac": 0.158,
        "nFillCells": 971,
        "area_growth_syn_to_layout_pct": 62.0,
        "most-common-layout-cells": "clkdlybuf4s50_1 (47), conb_1 (34), buf_4 (19)",
        "finish.utilization": 0.210,
        "layout_top_cell": "clkdlybuf4s50_1",
    },
    "status": {
        "outcome": "finished clean",
    },
    "synth": {
        "syn_area_um2": 1150,
        "yosysSeqAreaShare": 0.472,
        "yosys_warnings": 65,
        "ys_area_um2": 1150,
        "netlist_instances": 114,
        "ys_types": 18,
        "ys_cells": 114,
        "ys.flops": 18,
        "synth_area_per_cell_um2": 10.1,
    },
    "power": {
        "power_mw": 1.15,
        "ir_drop_mv": 0.251,
        "leakage_nw": 0.770,
        "p_per_area_nw_per_um2": 617,
    },
    "worst_hold_path": {
        "hp-class": "in2reg",
        "min_from": "in_a[6]",
    },
    "placed_design": {
        "port_buffers": 50,
        "dp_slack_ns": -0.260,
        "place_hpwl_um": 3150,
        "gp_congestion": 0.772,
    },
    "global_routing": {
        "grt_usage": 0.0491,
        "antenna_found_initial": 0,
        "grt_max_degree": 19,
        "first_global_vias": 1098,
        "grt_pass1_wl_um": 5310,
        "grt-ovfl-total": 0,
    },
    "run": {
        "warning_count": 26,
        "max_cap_violations": 0,
    },
}
## sequential cells by signal, summed over array words and instances (netlist names)
name / cells
shift_B: 4
shift_a: 5
shift_b: 5
shift_A: 4
## what timing repair did
| item | in CTS | in global routing |
|---|---|---|
| resized | 0 | 5 |
| hold buffers | 0 | 0 |
| setup endpoints to repair | 0 | 5 |
## worst min-delay path by stage
stage | endpoint | cells past startpoint | slack [ns]
final | shift_a[2] | 3 | 0.59
after global routing | shift_a[2] | 3 | 0.66
after CTS | shift_A[3] | 2 | 0.83
## per-layer routing
metal / global-route usage / up-vias / share of wire
met3: 0.0309 / 4 / 0.15
met4: 0.00500 / 0 / 0.0060
met5: 0 / - / 0
met1: 0.0535 / 432 / 0.36
li1: - / 481 / -
met2: 0.0823 / 52 / 0.48
## cells by family (layout without fill, tap and decap cells)
logic type	Yosys count	in the layout	share of synthesized area
compound gates	24	24	0.164
other cells	1	34	0.00327
flops	18	18	0.472
buf+inv	45	82	0.259
simple gates	26	26	0.103
## synthesized netlist by cell type
cell | number | area share
inv_1 | 8 | 0.026
o41ai_1 | 2 | 0.015
nor4_1 | 4 | 0.022
nor2_1 | 18 | 0.059
inv_2 | 1 | 0.0033
a21o_1 | 2 | 0.013
o311ai_0 | 2 | 0.015
conb_1 | 1 | 0.0033
buf_4 | 34 | 0.22
a311oi_1 | 2 | 0.015
edfxtp_1 | 18 | 0.47
o221ai_2 | 2 | 0.026
clkbuf_1 | 2 | 0.0066
o21ai_0 | 2 | 0.0087
or3_1 | 2 | 0.011
nand2b_1 | 2 | 0.011
a221oi_2 | 2 | 0.026
a21oi_1 | 10 | 0.044
## cell type report
class / count / area share
Clock buffer: 3 / 0.0222
Inverter: 9 / 0.0182
Multi-Input combinational cell: 84 / 0.235
Sequential cell: 18 / 0.291
Tap cell: 108 / 0.0728
Timing Repair Buffer: 70 / 0.361
## stage by stage
step,setup TNS [ns],instances,instance area (µm²),hold WS (ns)
5_1_grt,0,292,1860,0.664
6_report,0,292,1860,0.585
2_1_floorplan,0,147,1270,0.419
3_5_place_dp,-2.11,289,1810,1.07
4_1_cts,0,292,1850,0.829
3_3_place_gp,-2.03,289,1810,1.07
## worst max-delay path, cell delays in order
cell and delay [ns]:
clkdlybuf4s50_1 0.46, nor2_1 0.13, o311ai_0 0.14, a311oi_1 0.36
nor2_1 0.07
## where the power goes
group | internal [mW] | switching (mW)
Combinational | 0.184 | 0.0943
Sequential | 0.565 | 0.00949
Clock | 0.167 | 0.128
Total | 0.915 | 0.231
Power and IR drop assume default switching activity.
