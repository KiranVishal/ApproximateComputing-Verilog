`/design/flow/design.v`:
```
`timescale 1ns / 1ns
module input2_mux(A_0, B_1, Select, Out);
parameter SIZE = 32;
input [SIZE-1:0] A_0, B_1;
input Select;
output [SIZE-1:0] Out;
assign Out = (Select) ? B_1 : A_0;
endmodule
module input16_mux(A_0, B_1, Select, Out);
parameter SIZE = 32;
input [SIZE-1:0] A_0, B_1;
input Select;
output [15:0] Out;
assign Out = (Select) ? B_1 : A_0;
endmodule
module input5_mux(A_0, B_1, Select, Out);
parameter SIZE = 5;
input [SIZE-1:0] A_0, B_1;
input Select;
output [SIZE-1:0] Out;
assign Out = (Select) ? B_1 : A_0;
endmodule
module input4_mux(A_0, B_1, C_2, D_3, Select, Out);
parameter SIZE = 32;
input [SIZE-1:0] A_0, B_1, C_2, D_3;
input [1:0] Select;
output [SIZE-1:0] Out;
reg [SIZE-1:0] Out;
always @(A_0 or B_1 or C_2 or D_3 or Select)
begin
	case (Select)
		0 : Out = A_0;
		1 : Out = B_1;
		2 : Out = C_2;
		3 : Out = D_3;
		default : Out = 'bx;
	endcase
end
endmodule
module FFwReset_en(In, Out, clk, reset, write_enable);
parameter SIZE = 32;
input [SIZE-1:0] In;
output [SIZE-1:0] Out;
reg [SIZE-1:0] Out;
input clk, reset, write_enable;
always @(posedge clk)
begin
	if (reset)
		Out <= 0;	 
	else
	begin
		if (write_enable)
			Out <= In;	 
		else
			Out <= Out;
	end
end
endmodule
```
`/design/flow/run.sh`:
```
#!/bin/bash
# OpenROAD 26Q1-2900-gdf79404cd8, Yosys 0.63+post, stock flow scripts
make -C /OpenROAD-flow-scripts/flow DESIGN_CONFIG=/design/flow/config.mk WORK_HOME=/design/flow/orfs finish
```
`/design/flow/config.mk`:
```
export PLATFORM = sky130hd
export DESIGN_NAME = input16_mux
export DESIGN_NICKNAME = input16_mux
export VERILOG_FILES = /design/flow/design.v
export SDC_FILE = /design/flow/constraint.sdc
export NUM_CORES = 4
export LEC_CHECK = 1
export CORE_AREA = 10 10 70 70
export DIE_AREA = 0 0 80 80
```
`/design/flow/constraint.sdc`:
```
current_design input16_mux

set clk_period 1.0
set clk_io_pct 0.2

create_clock -name clk0 -period $clk_period

set non_clock_inputs [all_inputs -no_clocks]
set_input_delay [expr $clk_period * $clk_io_pct] -clock clk0 $non_clock_inputs
set_output_delay [expr $clk_period * $clk_io_pct] -clock clk0 [all_outputs]
```
==> impl_metrics.sql <==
-- physical implementation figures
INSERT INTO impl_metrics (metric_group, metric, value, unit) VALUES
('status', 'run_status', 'finished, violations left', ''),
('status', 'violations', 'setup timing', ''),
('die', 'floorplan.die.height', '80', 'um'),
('run', 'max-cap-violations', '0', ''),
('worst_setup_path', 'criticalPathCategory', 'in -> out', ''),
('place', 'numPlacedInstances', '112', ''),
('min_path', 'worst_hold_check_path_type', 'in -> out', ''),
('die', 'core-area', '3420', 'um2'),
('pwr', 'share_seq_of_total_power', '0', '%'),
('drt', 'detailedRoute.firstPassIterationCount', '2', ''),
('yosys', 'synthDistinctLibCells', '4', ''),
('grt', 'global_route.usage.total', '4.13', '%'),
('final_timing', 'worst_hold_slack', '0.795', 'ns'),
('worst_setup_path', 'critical_path.max_fanout', '8', ''),
('die', 'die_area', '6400', 'um2'),
('run', 'log.warning_count', '66', ''),
('grt', 'grt_pass1_vias', '439', ''),
('place', 'pre_cts_slack', '-0.852', 'ns'),
('yosys', 'synth_top_area_share', '60.3', '%'),
('final_timing', 'min_period_over_period', '106', '%'),
('final_timing', 'maxClockFrequency', '948', 'MHz'),
('finish', 'flops', '0', ''),
('min_path', 'worstHoldPathCells', '3', ''),
('pwr', 'cellInternalPower', '233', 'uW'),
('pwr', 'power_switching', '66.4', 'uW'),
('final_timing', 'report.final.hold_viol_count', '0', ''),
('drt', 'vias', '368', ''),
('yosys', 'yosys-top-cells-area', 'mux2_4 60%, mux2_2 27%, buf_12 8.0%', ''),
('worst_setup_path', 'cp_data_arrival_time', '0.86', 'ns'),
('yosys', 'ys_cells', '18', ''),
('yosys', 'yosys.cell_count.top_type', 'mux2_4', ''),
('drt', 'ant_nets', '0', ''),
('yosys', 'ys_warn_count', '0', ''),
('finish', 'layout.filler_cells', '384', ''),
('finish', 'area_growth_syn_to_fin', '219', '%'),
('finish', 'final_cells', '113', ''),
('min_path', 'hold_start', 'A_0[5]', ''),
('yosys', 'post_synth_inst_count', '18', ''),
('grt', 'global_route_wire_length_before_repair', '2.15', 'mm'),
('drt', 'routed_via_density', '3.26', ''),
('pwr', 'sw_frac_of_total', '22.1', '%'),
('drt', 'post_drt_wl_per_cell', '12.7', 'um'),
('final_timing', 'final_period_minus_worst_setup_slack', '1.06', 'ns'),
('worst_setup_path', 'timing.critical_path.required', '0.80', 'ns'),
('pwr', 'ir_worst_vdd', '0.136', 'mV'),
('finish', 'nClkBuffers', '0', ''),
('final_timing', 'rsz0062_at_grt', 'yes', ''),
('final_timing', 'timing.slew.headroom', '95.2', '%'),
('pwr', 'power.share.clock', '0', '%'),
('yosys', 'synthTopCellsByCount', '10 x mux2_4, 6 x mux2_2, 1 x buf_12, 1 x buf_6', ''),
('yosys', 'post-synth-top-area-cell', 'mux2_4', ''),
('yosys', 'synthesis_area_per_yosys', '249', 'um2'),
('drt', 'initialDrtViolationCount', '4', ''),
('worst_setup_path', 'cp-end-kind', 'primary output', ''),
('pwr', 'cellLeakagePower', '0.000417', 'uW'),
('grt', 'grt_start_max_net_pins', '9', ''),
('drt', 'drc', '0', ''),
('grt', 'grt_antenna_before_repair', '0', ''),
('grt', 'grt.overflow.total', '0', ''),
('final_timing', 'number_of_max_slew_violations_in_the_final_report', '0', ''),
('final_timing', 'tns', '-0.790', 'ns'),
('final_timing', 'timing.final.setup_violations', '16', ''),
('die', 'floorplan.core_util', '7.29', '%'),
('finish', 'area.combinational', '240', 'um2'),
('drt', 'routed_wirelength', '1.43', 'mm'),
('finish', 'seq_area', '0', 'um2'),
('worst_setup_path', 'setup.worst_path.start_class', 'input port', ''),
('die', 'io_pins', '81', ''),
('yosys', 'post_synthesis_cell_area', '249', 'um2'),
('die', 'die.size.x', '80', 'um'),
('yosys', 'synth_seq_share', '0', '%'),
('final_timing', 'setup_ws', '-0.0550', 'ns'),
('clock_network', 'cts-hold-fix-buffers', '0', ''),
('yosys', 'syn_avg_cell_area', '13.8', 'um2'),
('final_timing', 'worst_slew_pin_slew', '0.0724', 'ns'),
('pwr', 'p_comb_share', '100.0', '%'),
('drt', 'insertedDiodeCount', '0', ''),
('place', 'globalplace.congestion', '0.832', ''),
('place', 'port_buffers', '49', ''),
('place', 'detailedPlacementHpwl', '1.23', 'mm'),
('finish', 'utilization', '23.3', '%'),
('finish', 'layout-drive-gt1-share', '52.2', '%'),
('min_path', 'hold-path-endpoint', 'Out[5]', ''),
('pwr', 'p_per_area', '377', 'nW/um2'),
('die', 'row_count', '21', '');
## cells in the final DEF, fill, tap and decap left out
| cell type | Yosys | final |
|---|---|---|
| buf_12 | 1 | 2 |
| buf_16 | 0 | 1 |
| buf_2 | 0 | 5 |
| buf_6 | 1 | 11 |
| dlygate4sd2_1 | 0 | 32 |
| mux2_4 | 10 | 16 |
## per-layer routing
layer	vias to the layer above	GRT usage, %	routed length [um]
met5	-	0	0
met4	0	0	0
met3	0	3.41	326
met2	49	4.33	340
met1	153	6.26	764
li1	166	-	-
## layout make-up
cell class                      instances  area share [%]
Timing Repair Buffer                   51            62.5
Tap cell                               46            7.24
Multi-Input combinational cell         16            30.2
## power groups by stage
stage	sequential [uW]	clock, uW	combinational, uW
4_1_cts	0	0	277
5_1_grt	0	0	324
6_report	0	0	300
## cell families (layout without fill, tap and decap cells)
family | Yosys count | after routing | synth area share (%)
buf+inv | 2 | 51 | 12.6
mux | 16 | 16 | 87.4
## worst max-delay path: stages
cell    delay (ns)
buf_12        0.11
buf_12        0.14
mux2_4        0.30
buf_6         0.11
## worst max-delay path by stage
stage / from / end / slack [ns] / cells after the start
CTS: Select / Out[13] / -0.06 / 4
global route: Select / Out[13] / -0.07 / 4
finish: Select / Out[13] / -0.06 / 4
## per-stage QoR
stage / total power [uW] / instance area [um2]
after floorplan: 89.3 / 249
after global placement: 319 / 786
after detailed placement: 319 / 786
after CTS: 277 / 751
after global routing: 324 / 795
final: 300 / 795
## what timing repair did
action                     in CTS  in global routing
buffers inserted                0                  0
hold endpoints to repair        0                  0
cloned                          1                  0
resized                       100                  7
setup endpoints to repair      16                 16
Power and IR drop assume default switching activity.
